==> flow/run.sh <==
#!/bin/bash
# OpenROAD 26Q1-2900-gdf79404cd8, Yosys 0.63+post, stock flow scripts
make -C /OpenROAD-flow-scripts/flow DESIGN_CONFIG=/design/flow/config.mk WORK_HOME=/design/flow/orfs finish
==> flow/config.mk <==
export PLATFORM = sky130hd
export DESIGN_NAME = Shifter
export DESIGN_NICKNAME = Shifter
export VERILOG_FILES = /design/flow/design.v
export SDC_FILE = /design/flow/constraint.sdc
export NUM_CORES = 4
export LEC_CHECK = 1
export CORE_AREA = 10 10 70 70
export DIE_AREA = 0 0 80 80
==> flow/constraint.sdc <==
current_design Shifter

set clk_period 1.9
set clk_io_pct 0.2

create_clock -name clk0 -period $clk_period [get_ports {clk}]

set non_clock_inputs [all_inputs -no_clocks]
set_input_delay [expr $clk_period * $clk_io_pct] -clock clk0 $non_clock_inputs
set_output_delay [expr $clk_period * $clk_io_pct] -clock clk0 [all_outputs]
==> flow/design.v <==
module Shifter(
    input  clk,
    input  rst,
    input  [1:0] s,
    input  sr,
    input  sl,
    input  [7:0] d,
    output [7:0] q
);
    reg [7:0] register;
    assign q = register;
    always @(posedge clk or negedge rst) begin
        if (!rst) begin
            register = 8'b0;
        end else if (s == 2'b00) begin
            register = register;
        end else if (s == 2'b01) begin
            register = {sr, register[6:0]};
        end else if (s == 2'b10) begin
            register = {register[6:0], sl};
        end else begin
            register = d;
        end
    end
endmodule  
==> flow_summary.yaml <==
# physical design summary
status:
  status: "finished, final reports clean"
yosys:
  synth_cell_type_count: 7
  synth_warnings: 1
  synth_area_um2: 370
  largest_area_cell: "dfrtp_1"
  async_reset_ff_share_pct: 100
  synth.top_cell.area_share_pct: 54.1
  flop_cell: "dfrtp_1"
  ys_top_cells_by_count: "8 x dfrtp_1, 7 x a21oi_1, 7 x mux2i_1, 7 x nor2_1"
  top_cell: "dfrtp_1"
  ys_seq_share_pct: 54.1
  yosys_cells: 32
  netlist_top_cells_area: "dfrtp_1 54%, mux2i_1 19%, a21oi_1 9.5%"
  postSynthCellCount: 32
  edf_count: 0
  syn_avg_cell_area_um2: 11.6
  synth_flops: 8
  yosys-stat-area_um2: 370
layout:
  area_growth_pct: 78.0
  largest_reg_flops: 8
  fillers: 376
  drive_gt1_share_pct: 10.7
job:
  warnings: 25
  maxCapViolCount: 0
power:
  powerDensity_nw_per_um2: 674
  p_leak_nw: 0.266
  ir_drop_v: 0.000184
detailed_routing:
  drtIter0Drc: 18
  antenna_left: 0
  wl_per_cell_um: 10.9
  n_antenna_cell: 0
  drtPass1Iterations: 2
  route.detailed.drc: 0
  via_per_inst: 3.10
  dr_total_vias: 316
  drt-total-wl_um: 1110
clocking:
  cts_resized: 0
  clkSinkCount: 8
  clk_pin_slew_ns: 0.05
  clockRootBuffer: "clkbuf_4"
  cts_tree: "done"
  cts_made_buffers: 3
  clk_latency_ns: 0.25
  post-cts-setup-buffer-count: 0
  cts_buffer_depth: 2
  cts_hold_buf: 0
  ctsHtreeMaxLevel: 1
placed_design:
  io_buffers: 21
  dp_hpwl_um: 920
  routabilityCongestion: 0.801
global_routing:
  grt_max_degree: 15
  overflow: 0
  grt_pass1_vias: 310
  grt_antenna_before_repair: 0
  grt_usage_pct: 3.38
  grt_pass1_wl_um: 1620
final_timing:
  worst_pin_slew_ns: 0.376
  skew_ns: 0.00191
  setup_tns_ns: 0
  max_freq_ghz: 0.673
  relSlewSlack_pct: 74.8
  rsz0062_at_grt: "no"
  whs_ns: 0.417
  hold_viol_final: 0
  fin_crit_sh_pct: 78.2
  fin_crit_ns: 1.49
  slew_viol_final: 0
  finalSetupViolations: 0
critical_path:
  cp.depth: 1
  worst_setup_path_end_kind: "primary output"
  crit_path_start_kind: "flip-flop"
  cp_slowest_stage_delay_ns: 0.49
  cp_top_family: "buffers and inverters"
  worstReg2RegStart: "register[6]$_DFFE_PN0P_"
  worstPathArrival_ns: 1.11
  critPathBufInv: 1
  worstPathRequired_ns: 1.52
  rr_worst_depth: 1
  slowest_stage: "clkdlybuf4s50_1"
  timing.rr.end: "register[7]$_DFFE_PN0P_"
  crit_type: "flip-flop to primary output"
  worstPathCellList: "clkdlybuf4s50_1"
  cp_max_fo: 3
  rrSetupSlack_ns: 0.92
floorplan:
  coreArea_um2: 3420
  rows: 21
  fp.dieW_um: 80
  pin_count: 22
  die_y_um: 80
  fp-utilization_pct: 10.8
  dieArea_um2: 6400
min_path:
  min_path_type: "input pin to asynchronous set/reset pin"
## final cells by class
type                            count  area [um2]  area share, %
Clock buffer                        3        22.5           3.42
Multi-Input combinational cell     22         154           23.3
Sequential cell                     8         200           30.4
Tap cell                           46        57.6           8.73
Timing Repair Buffer               23         225           34.2
## worst max-delay path by stage
stage	end	startpoint
4_1_cts	q[1]	register[1]$_DFFE_PN0P_
5_1_grt	q[1]	register[1]$_DFFE_PN0P_
6_report	q[1]	register[1]$_DFFE_PN0P_
## routing by layer
layer | GRT usage [%] | wire length, um
met5 | 0 | 0
met4 | 0 | 0
met3 | 3.30 | 208
met2 | 4.41 | 471
met1 | 4.13 | 433
## logic make-up (layout without fill, tap and decap cells)
kind of cell / Yosys count / after routing / share of synthesized area [%]
AND-OR/OR-AND: 7 / 7 / 9.46
flip-flops: 8 / 8 / 54.1
multiplexers: 8 / 8 / 25.0
buffers and inverters: 2 / 26 / 4.39
AND/OR/NAND/NOR: 7 / 7 / 7.10
## cell usage in the layout (no fill, tap or decap)
cell type	n
clkdlybuf4s50_1	21
dfrtp_1	8
mux2i_1	7
nor2_1	7
a21oi_1	7
clkbuf_4	3
buf_4	2
mux4_2	1
## stage by stage
| step | setup WS (ns) | instances | instance area [um2] | power, W | utilization, % |
|---|---|---|---|---|---|
| after CTS | 0.384 | 102 | 659 | 0.000458 | 19.3 |
| after global routing | 0.316 | 102 | 659 | 0.000482 | 19.3 |
| after floorplan | 0.781 | 32 | 370 | 0.000241 | - |
| final | 0.415 | 102 | 659 | 0.000444 | 19.3 |
| after detailed placement | 0.374 | 99 | 637 | 0.000326 | 18.6 |
| after global placement | 0.386 | 99 | 637 | 0.000325 | 18.6 |
## where the power goes
group,switching [W],internal (W)
clock,0.0000518,0.0000719
sequential,0.0000154,0.000193
combinational,0.0000311,0.0000816
No activity file was given, so power comes from the tool's default toggle rates.
