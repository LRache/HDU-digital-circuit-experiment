==> flow/config.mk <==
export PLATFORM = sky130hd
export DESIGN_NAME = Register
export DESIGN_NICKNAME = Register
export VERILOG_FILES = /design/flow/design.v
export SDC_FILE = /design/flow/constraint.sdc
export NUM_CORES = 4
export LEC_CHECK = 1
export CORE_AREA = 10 10 70 70
export DIE_AREA = 0 0 80 80
==> flow/constraint.sdc <==
current_design Register

set clk_period 1.0
set clk_io_pct 0.2

create_clock -name clk0 -period $clk_period [get_ports {clk}]

set non_clock_inputs [all_inputs -no_clocks]
set_input_delay [expr $clk_period * $clk_io_pct] -clock clk0 $non_clock_inputs
set_output_delay [expr $clk_period * $clk_io_pct] -clock clk0 [all_outputs]
==> flow/design.v <==
module Register (
    input  clk,
    input  rst,
    input  [7:0] d,
    input  not_oe,
    output [7:0] q
);
    reg [7:0] register;
    wire oe = ~not_oe;
    assign q = oe ? register : 8'bz;
    always @(posedge clk) begin
        if (rst) begin
            register = 8'h0;
        end else begin
            register = d;
        end
    end
endmodule  
==> flow/run.sh <==
#!/bin/bash
# OpenROAD 26Q1-2900-gdf79404cd8, Yosys 0.63+post, stock flow scripts
make -C /OpenROAD-flow-scripts/flow DESIGN_CONFIG=/design/flow/config.mk WORK_HOME=/design/flow/orfs finish
==> impl_metrics.yaml <==
# flow metrics
min_path:
  holdCritPathClass: "in2reg"
  hp-start: "d[3]"
  hold_path_end: "register[3]"
  whs_path_depth: 2
global_routing:
  grt_pass1_vias: 191
  antenna_found_initial: 0
  track_usage: 0.0188
  grt_pass1_wl_microns: 931
  grt_overflow_total: 0
  grt_start_max_net_pins: 9
final_layout:
  final_util: 0.134
  fillers: 396
  regArea_sq_um: 164
  drive_above_1_share: 0.167
  synthToLayoutAreaGrowth_pct: 118
  largest_reg_flops: 8
  final-comb-area_sq_um: 50.0
yosys:
  synthCells: 16
  synth_area_sq_um: 210
  yosys-stat-cells: 16
  synth_area_per_cell_sq_um: 13.1
  yosysWarningCount: 2
  synth.distinct_cells: 2
  synth_flops: 8
  yosys-stat-area_sq_um: 210
  yosysSeqAreaShare: 0.762
detailed_routing:
  wl_met1_microns: 171
  viasPerCell: 2.16
  met3_length_microns: 48
  drtIter0Drc: 0
  first_pass_iters: 1
  wl_per_cell_microns: 7.89
  wirelength_microns: 647
  highest_layer: "met4"
  routed-via-count: 177
  antenna_cells: 0
  post-route-drc-count: 0
  ant_nets: 0
  wl_met2_microns: 399
clock_tree:
  h-tree-depth: 1
  clockBufferDepth: 2
  cts_root_buf: "clkbuf_4"
  cts_buffers: 3
  cts_tree: "yes"
  clkTransAtPathRegs_ps: 50
  clock-sinks: 8
floorplan:
  core_sq_mm: 0.00342
  pin_count: 19
  rows: 21
  fp.dieH_microns: 80
  initial_core_util: 0.0615
  die_x_microns: 80
  chipArea_sq_mm: 0.00640
setup_path:
  critPathKind: "reg2out"
  max_stage_delay_ps: 290
  path_cells: "dlygate4sd2_1"
  worstPathRequired_ps: 800
  cp_top_family: "flip-flops"
  crit_path_max_fanout: 1
  path_buffers: 1
  endpoint_kind: "output pin"
  crit_arrival_ps: 770
  cp-start-kind: "register"
  cp_slowest_cell: "dfxtp_1"
pwr:
  p_seq_frac: 0.536
  p_switching_w: 0.000109
  switching_share: 0.171
  power_density_mw_per_mm2: 1390
  leakagePower_nw: 0.181
  clkPwrFrac: 0.358
  vdd_drop_max_mv: 0.185
  p_total_w: 0.000638
  power_frac_comb: 0.107
  p_int_w: 0.000529
placement:
  io_buffers: 17
  gp_congestion: 0.646
timing:
  max_freq_mhz: 1030
  tightestPinTransition_ps: 268
  slew_headroom: 0.821
  hold_violations: 0
  post-route-min-period_ps: 967
  rsz0062_at_grt: "false"
  finalMaxSlewViolations: 0
  finalCritPeriodShare: 0.967
  tns_ps: 0
  finalSetupViolations: 0
run:
  drv_cap: 0
  tool_warnings: 26
status:
  status: "complete, no violations"
cell families (layout without fill, tap and decap cells):
family,Yosys count,in the layout,synth area share
buf+inv,0,20,0
flops,8,8,0.762
simple gates,8,8,0.238
stage by stage:
step	setup slack (ps)	area, sq um	hold slack, ps	cells
2_1_floorplan	538	210	272	16
3_3_place_gp	-32.6	438	764	79
3_5_place_dp	-52.4	438	768	79
4_1_cts	6.06	454	497	82
5_1_grt	3.11	458	511	82
6_report	33.5	458	504	82
timing repair:
item                                    in CTS  in global routing
endpoints found under the setup margin       8                  3
resized                                     11                  3
setup buffers                                0                  0
hold buffers                                 0                  0
worst max path at each step:
stage	endpoint	depth (start not counted)	slack, ps	from
4_1_cts	q[2]	1	6	register[2]
6_report	q[5]	1	30	register[5]
5_1_grt	q[7]	1	3	register[7]
power by group through the flow:
stage	Combinational [W]	Clock (W)	Sequential (W)
final	0.0000681	0.000228	0.000342
after global routing	0.0000747	0.000252	0.000343
after CTS	0.0000690	0.000241	0.000342
final cells by class:
cell class                      count  area share
Tap cell                           46       0.126
Sequential cell                     8       0.358
Timing Repair Buffer               17       0.358
Multi-Input combinational cell      8       0.109
Clock buffer                        3      0.0492
per-layer routing:
metal,global-route usage,vias up
met2,0.0361,8
met3,0.00795,4
met1,0.0148,75
li1,-,90
met4,0.0123,0
met5,0,-
layout by cell type, fill, tap and decap left out:
cell type	Yosys	layout
nor2b_1	8	8
clkdlybuf4s15_1	0	3
clkdlybuf4s50_1	0	9
clkbuf_4	0	3
dfxtp_1	8	5
dlygate4sd2_1	0	5
dfxtp_2	0	3
synth_stat cells:
library cell,n,area share
dfxtp_1,8,0.76
nor2b_1,8,0.24
Power is estimated from default activity; no workload was simulated.
