--- flow/run.sh ---
#!/bin/bash
# OpenROAD 26Q1-2900-gdf79404cd8, Yosys 0.63+post, stock flow scripts
make -C /OpenROAD-flow-scripts/flow DESIGN_CONFIG=/design/flow/config.mk WORK_HOME=/design/flow/orfs finish
--- flow/config.mk ---
export PLATFORM = sky130hd
export DESIGN_NAME = Priority
export DESIGN_NICKNAME = Priority
export VERILOG_FILES = /design/flow/design.v
export SDC_FILE = /design/flow/constraint.sdc
export NUM_CORES = 4
export LEC_CHECK = 1
export CORE_AREA = 10 10 70 70
export DIE_AREA = 0 0 80 80
--- flow/constraint.sdc ---
current_design Priority

set clk_period 2.8
set clk_io_pct 0.2

create_clock -name clk0 -period $clk_period

set non_clock_inputs [all_inputs -no_clocks]
set_input_delay [expr $clk_period * $clk_io_pct] -clock clk0 $non_clock_inputs
set_output_delay [expr $clk_period * $clk_io_pct] -clock clk0 [all_outputs]
--- flow/design.v ---
module Priority (
    input  wire not_en,
    input  wire [7:0] i,
    output reg  [2:0] y,
    output wire done
);
    assign done = (|i) & ~not_en;
    always @(*) begin
        if (not_en) begin
            y = 3'b000;
        end else if (i[0] == 1'b1) begin
            y = 3'h0;
        end else if (i[1] == 1'b1) begin
            y = 3'h1;
        end else if (i[2] == 1'b1) begin
            y = 3'h2;
        end else if (i[3] == 1'b1) begin
            y = 3'h3;
        end else if (i[4] == 1'b1) begin
            y = 3'h4;
        end else if (i[5] == 1'b1) begin
            y = 3'h5;
        end else if (i[6] == 1'b1) begin
            y = 3'h6;
        end else begin
            y = 3'h7;
        end
    end
endmodule  
==> run notes <==
yosys + openroad results -> die width=80 um, antenna violations before repair=0, Chip Area=6400 um2, P_leak=0.0795 nW, area fraction in and, or, nand and nor cells after synthesis=63.6%, Clock buffer cells=0, worst-case headroom to the max-slew limit=84.3%, total number of yosys warnings=1, area fraction in full adders, half adders and majority gates=0%, Core Rows=21, antenna cells=0, final number of max-transition violations=0, number of nets with antenna violations after detailed routing=0, number of violations of the max-capacitance limit=0, Post-CTS Setup Inserts=0, Hold Vio Cnt, Final=0, critical path data arrival time=1910 ps, Std-Cell Core Area=3420 um2, final setup violation count=0, CP max FO=2, post-layout utilization of the core=7.51%, Total GRT Usage=1.11%, worst ir drop on vdd=0.0102 mV, Avg Inst Size Synth=5.73 um2, total congestion overflow=0, detailed-route vias per instance=2.01, placer congestion estimate=0.788, portion of netlist area occupied by mux cells=0%, number of sequential storage elements=0, top comb family, area=simple AND/OR/NAND/NOR gates, data required time at the worst endpoint=2240 ps, timing-limited maximum frequency=0.406 GHz, number of unique standard cell types used by synthesis=9, post-route insts no fill=71, via count of the first global-routing pass=117, Total Negative Setup Slacks=0 ps, XOR/XNOR Fraction of Synth Area=0%, largest net degree at the start of global routing=6, IO Port Bufs=13, Top cell excl fill/tap=clkdlybuf4s50_1, number of cells in the yosys synthesis report=12, via count=143, worst hold path class=in -> out, tool warning count=32, status=finished clean, unrepaired setup endpoints after global routing=false, series of cell instances along the critical path=clkdlybuf4s50_1 -> nor2_1 -> nor3_1 -> nor4_1 -> clkdlybuf4s50_1, number of DRC violations after detailed-routing iteration 0=0, Die Y=80 um, Critical Path Sink Type=output port, final cycle utilization of the critical path=88.0%, biggest cell delay along the critical path=510 ps, hold_buf cts=0, number of instances resized during post-cts repair=0, slew at the pin closest to its max-slew limit=234 ps, YS chip area=68.8 um2, routed wire length=414 um, TritonRoute pass-1 iters=1, category of the most critical setup path=in -> out, fraction of final layout cells with drive strength greater than 1=0%, cell total after placement=71, total area of sequential cells=0 um2, post-layout minimum cycle time=2470 ps, first-pass GRT wire length=614 um, area added between synthesis and finish=273%, netlist area before placement=68.8 um2, sequential cell area fraction in the yosys report=0%, cell with the largest stage delay on the worst path=clkdlybuf4s50_1, count of pins on the block boundary=13, crit-path most repeated cell=clkdlybuf4s50_1, number of DRC violations after detailed routing=0, WL per Instance=5.83 um, startpoint kind of the worst setup timing path=input pin, fp util=2.01%, area share of and-or/or-and cells after synthesis=30.9%, count of mapped cells out of synthesis=12, power density normalized to cell area=97.0 nW/um2, number of inserted filler cells in the final layout=410, most instantiated logic cells after routing=clkdlybuf4s50_1, nor2_1, nor4_1
[final timing paths]
kind | start | to | slack [ps] | depth (start not counted)
worst max-delay path | i[5] | y[1] | 330 | 5
worst min-delay path | not_en | done | 2070 | 3
[worst max-delay path: cells and delay by family]
| kind | cells | cell delay (ps) |
|---|---|---|
| buffers and inverters | 2 | 940 |
| AND/OR/NAND/NOR | 3 | 400 |
[routing by layer]
metal | global-route usage, % | up-vias | part of all wire (%)
li1 | - | 74 | -
met1 | 1.71 | 57 | 49
met2 | 1.28 | 12 | 28
met3 | 0.682 | 0 | 23
met4 | 0 | 0 | 0
met5 | 0 | - | 0
[through the flow]
stage	instance area, um2	power (mW)	hold WS [ps]	setup WS (ps)
finish	256	0.0249	2070	335
global route	256	0.0273	2140	151
detailed placement	256	0.0251	2080	312
floorplan	68.8	0.00453	1130	1360
CTS	256	0.0252	2090	314
global placement	256	0.0247	2070	349
[where the power goes]
group          leakage (nW)  switching [mW]  internal, mW
combinational        0.0795         0.00730        0.0176
sequential                0               0             0
clock                     0               0             0
[layout make-up]
class              instances  area (um2)  share of cell area, %
repair buffers            13         130                   50.7
multi-input cells         11        65.1                   25.4
well taps                 46        57.6                   22.4
inverters                  1        3.75                   1.46
[synthesized netlist by cell type]
cell / count / share of area (%)
nor2_1: 3 / 16
nor4_1: 2 / 18
a21oi_1: 1 / 7.3
a31oi_1: 1 / 9.1
and3b_1: 1 / 13
inv_1: 1 / 5.4
nand2b_1: 1 / 9.1
nor3_1: 1 / 7.3
o311a_1: 1 / 15
[cell families after synthesis]
group	after synthesis
and+or+nand+nor	8
buffers and inverters	1
AOI/OAI and AO/OA	3
Power and IR drop assume default switching activity.
